[config.mk]
export PLATFORM = sky130hd
export DESIGN_NAME = alu
export DESIGN_NICKNAME = alu
export VERILOG_FILES = /design/flow/design.v
export SDC_FILE = /design/flow/constraint.sdc
export NUM_CORES = 4
export LEC_CHECK = 1
export CORE_UTILIZATION = 50
[constraint.sdc]
current_design alu

set clk_period 32.4
set clk_io_pct 0.2

create_clock -name clk0 -period $clk_period

set non_clock_inputs [all_inputs -no_clocks]
set_input_delay [expr $clk_period * $clk_io_pct] -clock clk0 $non_clock_inputs
set_output_delay [expr $clk_period * $clk_io_pct] -clock clk0 [all_outputs]
[design.v]
module alu(
    input wire [31:0] A, B,
    input wire [2:0] func3,
    input wire [6:0] func7,
    input wire [4:0] shamt,
    input wire isALUreg,
    input wire isALUimm,
    input wire isBranch,
    input wire isJALR,
    input wire isJAL,
    input wire isAUIPC,
    input wire isLUI,
    input wire isLoad,
    input wire isStore,
    output reg EQ, EQM, EQM_U,
    output reg [31:0] Q
);
always @(*) 
begin
        Q = 32'b0;
        if (isALUreg || isALUimm) 
        begin
            case (func3)
                3'b000: 
                begin
                    if (func7[5] && isALUreg)
                        Q = A - B;
                    else 
                        Q = A + B;
                end
                3'b111: Q = A & B;
                3'b110: Q = A | B;
                3'b100: Q = A ^ B;
                3'b001: Q = A << shamt;
                3'b101: Q = (func7[5]) ? (A >>> shamt) : (A >> shamt);
                3'b010: Q = ($signed(A) < $signed(B)) ? 32'b1 : 32'b0;
                3'b011: Q = (A < B) ? 32'b1 : 32'b0;
                default: Q = 32'b0;
            endcase
        end
        else if (isAUIPC) 
        begin
            Q = A + B;
        end
        else if (isLUI) 
        begin
            Q = B;
        end
        else if (isJAL || isJALR) 
        begin
            Q = A + 4;
        end
        else if (isLoad || isStore) 
        begin
            Q = A + B;
        end
        else 
        begin
            Q = 32'b0;
        end
    end
endmodule
[run.sh]
#!/bin/bash
# OpenROAD 26Q1-2900-gdf79404cd8, Yosys 0.63+post, stock flow scripts
make -C /OpenROAD-flow-scripts/flow DESIGN_CONFIG=/design/flow/config.mk WORK_HOME=/design/flow/orfs finish
==> Slide: Implementation Results <==
Implementation Results

Final timing
  – Final Cycle Share: 54.7%
  – Final hold viol count: 0
  – RSZ-0062 raised after global routing: false
  – Max-slew violations: 0
  – Max frequency: 0.0564 GHz
  – Worst slew pin tran: 0.947 ns
  – Hold_ws: 14.16 ns
  – Post-Route Setup TNS: 0 ns
  – Period minus WS final: 17.72 ns
  – Final setup viols: 0
  – Slew HR: 36.9%

Worst setup path
  – CP required: 25.92 ns
  – Setup CP Type: in2out
  – Crit path depth: 12
  – Setup crit end kind: output port
  – Crit path DAT: 11.24 ns
  – Critical path's largest stage delay: 0.97 ns
  – Crit-path cells: clkdlybuf4s50_1, inv_1, ha_1, or3_1, a311oi_1, nor4b_2, a21boi_2, a21oi_1, o31ai_2, xnor2_1, a221oi_1, clkdlybuf4s50_1
  – Worst-path maximum fanout: 13
  – CP max stage cell: clkdlybuf4s50_1
  – Delay-heaviest family, CP: buffers and inverters
  – Critical path's most frequent cell: clkdlybuf4s50_1
  – Startpoint class of the critical path: primary input
  – Buf+Inv Stages, Crit Path: 3

Logic synthesis
  – Mapped Area: 0.0103 mm²
  – Post-Synth Simple-Gate Area: 20.6%
  – Yosys adder share: 12.2%
  – Post-synthesis xor/xnor area fraction: 7.05%
  – YS chip area: 0.0103 mm²
  – Yosys stat cell total: 1545
  – Mux cell area share: 13.7%
  – Mean post-synth cell area: 6.68 µm²
  – Unique cell types: 95
  – Syn Inst Count: 1545
  – Top logic family: AND-OR/OR-AND gates
  – Yosys aoi share: 36.7%
  – YS warnings: 4
  – Seq/Total Area, Yosys: 0%

Cells and area
  – Area Overhead vs Synth: 11.1%
  – Share of post-route cells with drive strength above 1: 8.56%
  – Final Non-Filler Cells: 1837
  – # clk buffers: 0
  – Fillers: 1979
  – Seq_cells: 0
  – Sequential Area: 0 µm²

Power and ir drop
  – Pwr/cell area: 19.3 mW/mm²
  – Internal power: 0.0880 mW
  – Maximum vdd ir drop: 0.0107 mV
  – Net switching power: 0.133 mW
  – Leak Pwr: 4.67 nW
  – Switching Share: 60.2%

Detailed routing
  – Final ANT Viol Nets: 0
  – Avg Vias per Cell: 6.88
  – Pre-Repair DR Iteration Count: 9
  – DRC Markers: 0
  – Vias: 12.6k
  – Avg WL per Cell: 25.7 µm
  – First DRT Iteration DRCs: 1498
  – Routed WL: 47.2 mm

Clocking
  – Post_cts resized: 0
  – Post-cts hold-fix buffer tally: 0
  – # Post-CTS Setup Buffers: 0

Placed design
  – # port buffers: 113
  – Placer Congestion: 1.09
  – Placed Instances: 1835
  – Dpl hpwl: 35.9 mm

GRT
  – Total GRT Usage: 44.7%
  – Largest net degree at the start of global routing: 75
  – GRT overflow: 0
  – First-pass GRT wire length: 71.0 mm
  – Vias in the first global route: 11.4k
  – Antenna violations before repair: 1

Job
  – Max_cap viols: 0
  – Tool Warnings: 104

Floorplan
  – Fp util: 51.0%
  – Core area: 0.0202 mm²
  – Die area: 0.0212 mm²
  – I/O pin total: 123
  – FP Rows: 52
  – Die Y: 146 µm
  – Die X: 146 µm

Worst hold path
  – Hold/Removal Path Class: in2out
  – Hold-critical path endpoint: Q[9]
  – Hold_sp: B[9]
  – Hold depth: 4

Run status
  – Status: finished, final reports clean
==> metal layers <==
layer  wire length [µm]  global-route usage [%]
met1              18600                    62.0
met2              19500                    64.4
met3               6830                    15.2
met4               2190                    16.9
met5                  0                       0
==> cell type report <==
cell class	count	area (µm²)	area share, %
multi-input cells	1308	9320	81.4
well taps	270	338	2.95
diodes	2	5.00	0.0437
repair buffers	150	1390	12.1
inverters	107	402	3.51
==> power by group through the flow <==
| stage | Clock (mW) | Sequential [mW] | Combinational (mW) |
|---|---|---|---|
| 5_1_grt | 0 | 0 | 0.236 |
| 4_1_cts | 0 | 0 | 0.214 |
==> worst max-delay path by stage <==
stage | start | end | slack, ns
global route | A[14] | Q[23] | 14.52
finish | A[14] | Q[23] | 14.68
CTS | A[14] | Q[23] | 14.87
==> logic make-up (layout without fill, tap and decap cells) <==
family / after synthesis / in the layout
muxes: 105 / 105
xor gates and xnor gates: 83 / 83
buffers and inverters: 239 / 257
and+or+nand+nor: 457 / 457
other: 1 / 5
adders and majority gates: 99 / 99
AOI/OAI and AO/OA: 561 / 561
==> Yosys cell counts (8+ instances only) <==
| library cell | instances | area share, % |
|---|---|---|
| nand2_1 | 145 | 5.3 |
| a21oi_1 | 142 | 6.9 |
| nor2_1 | 136 | 4.9 |
| o21ai_0 | 125 | 6.1 |
| inv_1 | 102 | 3.7 |
| ha_1 | 97 | 12 |
| clkbuf_1 | 75 | 2.7 |
| xnor2_1 | 73 | 6.2 |
| mux2i_1 | 60 | 5.8 |
| nand3_1 | 38 | 1.8 |
| nor3_1 | 34 | 1.6 |
| a221oi_1 | 31 | 2.6 |
| a211oi_1 | 30 | 2.2 |
| a22oi_1 | 29 | 2.1 |
| mux4_2 | 27 | 5.9 |
| buf_2 | 24 | 1.2 |
| a21o_1 | 20 | 1.5 |
| nor2b_1 | 18 | 1.1 |
| mux2_2 | 17 | 1.9 |
| nand2b_1 | 17 | 1.0 |
| o22ai_1 | 17 | 1.0 |
| buf_1 | 16 | 0.58 |
| o211ai_1 | 16 | 1.2 |
| o21a_1 | 16 | 1.2 |
| nand4_1 | 15 | 0.91 |
| o31ai_1 | 11 | 0.80 |
| buf_4 | 10 | 0.73 |
| xor2_1 | 10 | 0.85 |
| or2_2 | 9 | 0.55 |
| a211o_1 | 8 | 0.68 |
| a221o_1 | 8 | 0.78 |
| a31oi_1 | 8 | 0.49 |
| and3_1 | 8 | 0.49 |
| o21ai_1 | 8 | 0.39 |
| o21bai_1 | 8 | 0.58 |
==> through the flow <==
step	total power, mW	worst slack, ns	area [µm²]	util [%]
after floorplan	0.140	16.96	10300	-
after global routing	0.236	14.52	11400	56.6
after CTS	0.214	14.87	11400	56.6
final	0.221	14.68	11500	56.6
after global placement	0.213	14.85	11400	56.6
after detailed placement	0.213	14.87	11400	56.6
==> cell usage in the layout (no fill, tap or decap), types with 20 or more instances in the layout <==
cell type / n
clkdlybuf4s50_1: 108
a21o_1: 20
nor3_1: 33
a22oi_1: 29
inv_1: 102
a221oi_1: 31
nand3_1: 38
nand2_1: 145
nor2_1: 135
a211oi_1: 30
xnor2_1: 73
a21oi_1: 142
buf_4: 38
ha_1: 97
mux2i_1: 60
mux4_2: 27
o21ai_0: 125
Power and IR drop assume default switching activity.
