===== /design/flow/design.v =====
module reg_bank(input wire clk,              
                input wire [4:0] rs1Id,      
                input wire [4:0] rs2Id,      
                input wire [4:0] rdId,       
                input wire wr_en,            
                input wire [31:0] rd_data,      
                output reg [31:0] rs1_data, 
                output reg [31:0] rs2_data);
    reg [31:0] regBank [0:31];
    always @(posedge clk) begin
        if(wr_en && rdId != 0) begin
            regBank[rdId] <= rd_data;
        end
    end
    always @(*) begin
        rs1_data = regBank[rs1Id];
        rs2_data = regBank[rs2Id];
    end
endmodule

===== /design/flow/run.sh =====
#!/bin/bash
# OpenROAD 26Q1-2900-gdf79404cd8, Yosys 0.63+post, stock flow scripts
make -C /OpenROAD-flow-scripts/flow DESIGN_CONFIG=/design/flow/config.mk WORK_HOME=/design/flow/orfs finish

===== /design/flow/config.mk =====
export PLATFORM = sky130hd
export DESIGN_NAME = reg_bank
export DESIGN_NICKNAME = reg_bank
export VERILOG_FILES = /design/flow/design.v
export SDC_FILE = /design/flow/constraint.sdc
export NUM_CORES = 4
export LEC_CHECK = 1
export CORE_UTILIZATION = 50

===== /design/flow/constraint.sdc =====
current_design reg_bank

set clk_period 6.0
set clk_io_pct 0.2

create_clock -name clk0 -period $clk_period [get_ports {clk}]

set non_clock_inputs [all_inputs -no_clocks]
set_input_delay [expr $clk_period * $clk_io_pct] -clock clk0 $non_clock_inputs
set_output_delay [expr $clk_period * $clk_io_pct] -clock clk0 [all_outputs]

==> results.json <==
{
  "end_kind": "primary output",
  "worst_hold_path.num_cells": 2,
  "grt_max_degree": 86,
  "slew_viol_final": 0,
  "cp_cell_sequence": "clkdlybuf4s50_1 -> or2_2 -> buf_4 -> nor3_1 -> a31oi_1 -> nand3_1 -> clkdlybuf4s50_1",
  "synth.top_cell.area_share_pct": 63.07,
  "synth_cell_types": 24,
  "cp-start-kind": "input port",
  "dp_slack_ns": 0.5697,
  "clk_pin_slew_ns": 0.06,
  "avgSynthCellArea_sq_um": 14.40,
  "track_usage_pct": 34.10,
  "hold_class": "in -> reg",
  "dr.pass1.iters": 7,
  "finalCriticalPeriod_ns": 5.521,
  "simple_gate_area_share_pct": 4.709,
  "vdd_drop_max_mv": 0.2348,
  "crit_start": "rs1Id[3]",
  "arrival_ns": 4.32,
  "worst-path-buf-inv": 3,
  "path_max_fanout": 18,
  "holdCritStartpoint": "rd_data[3]",
  "p_per_area_nw_per_um2": 291.2,
  "grt_overflow": 0,
  "period_used_pct": 92.01,
  "syn_to_final_growth_pct": 14.57,
  "drive_gt1_share_pct": 10.51,
  "gp_congestion": 0.9000,
  "vias": 31560,
  "fp-row-count": 114,
  "cts_hold_buffers": 0,
  "via_per_inst": 6.388,
  "ys.flop_type": "edfxtp_1",
  "grt_pass1_vias": 32870,
  "final_core_util_pct": 57.76,
  "fp_util_pct": 50.42,
  "avgRoutedWirePerCell_um": 30.91,
  "path_class": "in -> out",
  "common_cells": "edfxtp_1 (1024), mux2i_1 (1024), nand2_1 (195), nand3_1 (194)",
  "status": "complete, no violations",
  "die_w_um": 314.3,
  "chip_area_sq_um": 98770,
  "reg_top3": "regBank x1024",
  "largest_area_cell": "edfxtp_1",
  "crit_family": "buffers and inverters",
  "fin_ws_ns": 0.4792,
  "port_buffers": 112,
  "synth_area_sq_um": 48760,
  "antenna_found_initial": 4,
  "adder_share_pct": 0,
  "setup_tns_ns": 0,
  "worst_path_max_delay_cell": "or2_2",
  "drt_iter0_markers": 2267,
  "ys_sh_aoi_pct": 8.048,
  "htree_levels": 3,
  "numSynthFlops": 1024,
  "hpwl_um": 87740,
  "setup_viol": 0,
  "numCtsBuffers": 108,
  "synth_warnings": 1,
  "p_leak_nw": 20.75,
  "async_flop_share_pct": 0,
  "synth-edff-count": 1024,
  "worstMarginPinSlew_ns": 0.9527,
  "min_to": "regBank[30][3]",
  "mux_share_pct": 21.02,
  "coreArea_sq_um": 96710,
  "ys_top_cells_by_area": "edfxtp_1 (63%), mux2i_1 (21%), a22oi_1 (3.0%), a22o_1 (2.3%), nand3_1 (2.0%)",
  "regMostFlops": "regBank",
  "root_buffer": "clkbuf_16",
  "ant_nets": 0,
  "warning_count": 26,
  "maxCapViolCount": 0,
  "netlist_instances": 3386,
  "final_hold_viol_count": 0,
  "grt_setup_unrepaired": "false",
  "relSlewSlack_pct": 36.49,
  "drc": 0,
  "required_ns": 4.80,
  "grt_pass1_wl_um": 219900,
  "max_freq_mhz": 181.1,
  "ys_area_sq_um": 48760,
  "cts_tree": "built",
  "largest_register_ffs": 1024,
  "logic_family": "multiplexers",
  "clockBufferDepth": 3,
  "crit_path_max_incr_delay_ns": 0.74,
  "die_y_um": 314.3,
  "routed_wl_um": 152700,
  "cts_setup_buffers": 0,
  "yosys.stat.seqShare_pct": 63.07,
  "ioPinCount": 113,
  "ys_cells": 3386,
  "crit_top_cell": "clkdlybuf4s50_1",
  "ys_sh_xor_pct": 0,
  "cts.sink_count": 1024,
  "cts_resized": 0
}
worst max-delay path by stage:
stage / depth (start not counted) / endpoint
CTS: 9 / rs2_data[30]
global route: 9 / rs1_data[11]
finish: 7 / rs1_data[11]
routing by layer:
layer | up-vias | GRT usage [%] | part of all wire, % | wire length [um]
met5 | - | 1.161 | 0.11 | 167
met4 | 10 | 10.54 | 4.0 | 6185
met3 | 360 | 24.08 | 17 | 25760
met2 | 2107 | 47.02 | 44 | 67240
met1 | 15320 | 44.99 | 35 | 53390
li1 | 13770 | - | - | -
logic make-up after synthesis:
logic type | after synthesis
multiplexers | 1024
other | 1
flip-flops | 1024
buffers and inverters | 253
AND/OR/NAND/NOR | 508
AND-OR/OR-AND | 576
power breakdown:
part | internal, mW | switching (mW) | total (mW)
Combinational | 0.603 | 0.953 | 1.56
Clock | 3.94 | 2.75 | 6.69
Sequential | 7.98 | 0.0423 | 8.02
through the flow:
step,cell area [sq um],instances,hold WS [ns],power (mW)
detailed placement,52310,4735,2.032,9.701
CTS,55850,4939,1.292,16.33
global placement,52310,4735,2.021,9.690
global route,55850,4939,1.345,16.72
finish,55860,4941,1.335,16.27
floorplan,48870,3417,1.299,8.996
layout make-up:
cell class / count / area, sq um
Fill cell: 7176 / 40850
Sequential cell: 1024 / 30750
Multi-Input combinational cell: 2140 / 16890
Timing Repair Buffer: 295 / 3080
Clock buffer: 131 / 2831
Tap cell: 1276 / 1597
Clock inverter: 73 / 709.4
Antenna cell: 2 / 5.005
placed cells by master, fill, tap and decap left out, types with 2 or more instances in the layout:
cell,n
inv_6,5
mux2i_1,1024
edfxtp_1,1024
a22o_1,128
nand3b_1,5
conb_1,32
nand2b_2,4
clkdlybuf4s50_1,110
nand3_1,194
nand2_1,193
buf_12,46
nor3_1,64
clkbuf_1,21
clkinvlp_4,2
a31oi_1,64
clkinv_2,18
buf_4,137
or2_2,2
nor2_4,33
or3b_2,3
bufinv_16,14
nor2b_4,4
clkinv_1,33
diode_2,2
clkbuf_16,110
a22oi_1,192
buf_8,2
nand2_2,2
a21oi_1,192
and2_4,2
Power is estimated from default activity; no workload was simulated.
